[flow/design.v]
module FSM(iClk, iRst, iButtonsPressed, iTimer16, iButtonRequested, oResetTimer, oButtonError, 
			  oDisplayFrozenTimer, oBlankButtonDisplay, oShowTimerErrorDisplay, oNewButtonReq, oState);
	input iClk, iRst;
	input [2:0] iButtonsPressed; 	 
	input [15:0] iTimer16;       	 
	input [2:0] iButtonRequested;  
	output reg 	oResetTimer, 				 
					oDisplayFrozenTimer, 	 
					oBlankButtonDisplay, 	 
					oNewButtonReq, 			 
					oShowTimerErrorDisplay;	 
	output reg [1:0] oButtonError;  		 
	output [2:0] oState;					 
	assign oState = state;
	parameter RESET_STATE=0,INITIAL_BLANK_STATE=1,DISPLAY_BUTTON_STATE=2,WAIT_FOR_PRESS=3,DISPLAY_RESPONSE_TIME=4,DISPLAY_ERROR=5,DISPLAY_TIMEOUT=6;
	reg [2:0] state, next_state;   
	always@(state, iTimer16, iButtonsPressed, iButtonRequested) 
	begin: FsmNextState
		oBlankButtonDisplay=0;
		oResetTimer=0;
		oDisplayFrozenTimer=1;
		oNewButtonReq=0;
		oShowTimerErrorDisplay=0;
		next_state = state;
		oButtonError = 2'b00;
		case(state)
			RESET_STATE:
				begin
					oBlankButtonDisplay=1;
					oResetTimer=1;
					next_state = INITIAL_BLANK_STATE;
				end
			INITIAL_BLANK_STATE:
				begin
					oBlankButtonDisplay=1;
					if (iTimer16 >= 2000) next_state = DISPLAY_BUTTON_STATE;
					else next_state = INITIAL_BLANK_STATE;
				end
			DISPLAY_BUTTON_STATE:
				begin
					oNewButtonReq=1;
					oResetTimer=1;
					next_state = WAIT_FOR_PRESS;
				end
			WAIT_FOR_PRESS:
				begin
					if (iButtonsPressed == iButtonRequested & iTimer16<5000) next_state=DISPLAY_RESPONSE_TIME;
					else if (iButtonsPressed != iButtonRequested & iButtonsPressed != 3'b000 & iTimer16<5000) next_state=DISPLAY_ERROR;
					else if (iTimer16>=5000) next_state=DISPLAY_TIMEOUT;
					else next_state = WAIT_FOR_PRESS;
				end
			DISPLAY_RESPONSE_TIME:
				begin
					oDisplayFrozenTimer=0;
					oShowTimerErrorDisplay=1;
					if (iButtonsPressed == iButtonRequested) next_state=DISPLAY_RESPONSE_TIME;
					else next_state = RESET_STATE;
				end
			DISPLAY_ERROR:
				begin
					oButtonError = 2'b01;
					oShowTimerErrorDisplay=1;
					if (iButtonsPressed != iButtonRequested & iButtonsPressed != 3'b000) next_state=DISPLAY_ERROR;
					else next_state = RESET_STATE;
				end
			DISPLAY_TIMEOUT:
				begin
					oButtonError = 2'b10;
					oShowTimerErrorDisplay=1;
					if (iButtonsPressed == 3'b000) next_state=DISPLAY_TIMEOUT;
					else next_state = RESET_STATE;
				end
			default: next_state = RESET_STATE;
		endcase
	end
	always @(posedge iClk) 
	begin: FsmNextStateTrigger
		if (iRst) state <= RESET_STATE;
		else state <= next_state;
	end
endmodule
[flow/run.sh]
#!/bin/bash
# OpenROAD 26Q1-2900-gdf79404cd8, Yosys 0.63+post, stock flow scripts
make -C /OpenROAD-flow-scripts/flow DESIGN_CONFIG=/design/flow/config.mk WORK_HOME=/design/flow/orfs finish
[flow/config.mk]
export PLATFORM = sky130hd
export DESIGN_NAME = FSM
export DESIGN_NICKNAME = FSM
export VERILOG_FILES = /design/flow/design.v
export SDC_FILE = /design/flow/constraint.sdc
export NUM_CORES = 4
export LEC_CHECK = 1
export CORE_AREA = 10 10 70 70
export DIE_AREA = 0 0 80 80
[flow/constraint.sdc]
current_design FSM

set clk_period 1.5
set clk_io_pct 0.2

create_clock -name clk0 -period $clk_period [get_ports {iClk}]

set non_clock_inputs [all_inputs -no_clocks]
set_input_delay [expr $clk_period * $clk_io_pct] -clock clk0 $non_clock_inputs
set_output_delay [expr $clk_period * $clk_io_pct] -clock clk0 [all_outputs]
==> results.yml <==
# generated from flow reports
cells_and_area:
  fillers: 365
  syn_to_final_growth_pct: 141
  drive_gt1_share_pct: 33.3
  max_flop_register: "state"
  largestRegisters: "state: 3 flops"
  largest_reg_flops: 3
setup_path:
  critical_path_depth: 4
  r2r_setup_slack_ns: 0.30
  r2r_cells: 6
  crit_chain: "buf_4 > or2_1 > inv_1 > dlygate4sd2_1"
  critPathBufInv: 3
  critPathLaunchType: "flop"
  crit-reg2reg-launch: "state[0]$_SDFF_PP0_"
  critPathSlowestCell: "dfxtp_4"
  cp_top_family: "buffers and inverters"
  endpoint_kind: "primary output"
  r2r-end: "state[1]$_SDFF_PP0_"
  required_ns: 1.20
  crit_fanout: 6
  path_class: "reg2out"
  critPathMaxStageDelay_ns: 0.37
  cp_data_arrival_time_ns: 1.21
yosys:
  ys_top_cells_by_area: "dfxtp_1 (16%), nor2_1 (6.8%), xnor2_1 (6.8%)"
  ys_types: 33
  syn-instance-count: 51
  top_cell_area_share_pct: 15.6
  avgSynthCellArea_um2: 7.53
  ys_chip_area_um2: 384
  synth_area_leader_cell: "dfxtp_1"
  synth-seq-cells: 3
  ys_cells: 51
  yosysSeqAreaShare_pct: 15.6
  syn_area_um2: 384
  yosys_warnings: 1
sta:
  slew_viol_final: 0
  slew_headroom_pct: 75.7
  setup_slack_ns: -0.0104
  rsz0062_at_grt: "true"
  period_minus_slack_ns: 1.51
  finalCritPeriodShare_pct: 101
  setup-violations-final: 2
  skew_ns: 0.000859
  setup_tns_ns: -0.0147
  worst_pin_slew_ns: 0.361
  finalHoldViolCount: 0
  fmax_mhz: 662
routing:
  firstDrtPassIters: 4
  routed_wl_um: 1590
  drtAntennaViolNets: 0
  antenna_cells: 0
  routed_via_density: 3.81
  drc: 0
  vias: 552
  wire_per_inst_um: 11.0
  dr.first_iter.drc_count: 18
clock_network:
  numClockSinks: 3
  cts_root_buf: "clkbuf_4"
  cts_tree: "yes"
  insertion_delay_ns: 0.23
  clock_path_buffers: 2
  cts.htree.levels: 1
  path_clk_slew_ns: 0.04
  cts_buffers: 3
  ctsHoldBuffers: 0
global_route:
  grt.total_usage_pct: 4.60
  grt_pass1_vias: 557
  antenna_found_initial: 0
  grt_first_pass_wirelength_um: 2510
  overflow: 0
  grt_max_degree: 7
power:
  pwr_density_cell_mw_per_mm2: 531
  power_uw: 492
  ir_worst_vdd_mv: 0.200
  p_leak_nw: 0.379
flow_run:
  cap_violations: 0
  warnings: 30
floorplanning:
  die_x_um: 80
  chipArea_mm2: 0.00640
  coreArea_mm2: 0.00342
  rows: 21
  core_util_floorplan_pct: 11.2
  ioPinCount: 34
  die_y_um: 80
hold_path:
  min_to: "state[2]$_SDFF_PP0_"
  holdPathStages: 2
  hold_path.class: "reg2reg"
  hp-start: "state[2]$_SDFF_PP0_"
run_status:
  status: "complete, but fails checks"
  violations: "negative setup slack"
placement:
  hpwl_um: 1300
  gp_congestion: 0.786
  io_buffers: 30
final cells by class:
type / count / area (µm²) / area share, %
clock buffers: 4 / 26.3 / 2.84
inverters: 2 / 7.51 / 0.811
multi-input cells: 45 / 339 / 36.6
flip-flops and latches: 3 / 68.8 / 7.43
well taps: 46 / 57.6 / 6.22
repair buffers: 45 / 427 / 46.1
per-stage QoR:
step	instances	setup WS (ns)	cell area (µm²)	utilization (%)	hold WS (ns)
after floorplan	51	0.421	384	-	0.433
after global placement	134	-0.118	797	23.3	0.617
after detailed placement	134	-0.136	797	23.3	0.614
after CTS	143	-0.104	885	25.9	0.591
after global routing	145	-0.0628	926	27.1	0.636
final	145	-0.0104	926	27.1	0.598
worst min-delay path, stage by stage, from the launching register on:
cell and delay [ns]:
dfxtp_4 0.34, inv_2 0.10, o311ai_1 0.11
power breakdown:
part | internal (mW) | switching [mW]
Clock | 0.0996 | 0.0405
Combinational | 0.165 | 0.0838
Sequential | 0.0886 | 0.0141
routing by layer:
layer  wire (µm)  part of all wire [%]  global-route usage [%]
met1         699                    44                    5.77
met2         706                    44                    7.14
met3         154                   9.7                    1.82
met4          31                   1.9                    1.23
met5           0                     0                       0
placed cells by master (no fill, tap or decap), types with 2 or more instances in the layout:
| cell type | netlist | final |
|---|---|---|
| o211ai_1 | 3 | 3 |
| clkdlybuf4s50_1 | 0 | 23 |
| nand2_1 | 3 | 3 |
| a21oi_1 | 2 | 2 |
| dfxtp_4 | 0 | 2 |
| nor2_2 | 1 | 2 |
| o21ai_1 | 2 | 2 |
| buf_6 | 0 | 2 |
| buf_4 | 0 | 13 |
| o31ai_1 | 2 | 2 |
| dlygate4sd2_1 | 0 | 3 |
| clkbuf_4 | 0 | 3 |
| dlymetal6s2s_1 | 0 | 4 |
| nor2_1 | 7 | 5 |
| xnor2_1 | 3 | 3 |
Yosys cell counts:
cell,number
a21oi_1,2
a22oi_1,1
a41oi_2,1
and2_1,2
buf_2,1
dfxtp_1,3
inv_1,1
inv_2,1
mux2i_1,1
nand2_1,3
nand2b_1,1
nand3_1,1
nand3_2,1
nand3b_1,1
nand4_1,1
nand4b_1,1
nor2_1,7
nor2_2,1
nor2b_1,1
nor3_1,1
nor3_2,1
nor3_4,1
nor4_2,1
o211ai_1,3
o21ai_0,1
o21ai_1,2
o21bai_1,1
o311ai_1,1
o31a_1,1
o31ai_1,2
or2_1,1
or2b_1,1
xnor2_1,3
how the worst max path moves through the flow:
stage | from | endpoint | slack (ns)
after CTS | state[0]$_SDFF_PP0_ | oNewButtonReq | -0.10
after global routing | state[0]$_SDFF_PP0_ | oResetTimer | -0.06
final | state[0]$_SDFF_PP0_ | oResetTimer | -0.01
kinds of logic after synthesis:
kind of cell | Yosys count | synth area share [%]
AOI/OAI and AO/OA | 15 | 29.0
and+or+nand+nor | 26 | 42.7
muxes | 1 | 2.61
buffers and inverters | 3 | 3.25
xor gates and xnor gates | 3 | 6.84
DFF | 3 | 15.6
what timing repair did:
action | 4_1_cts | 5_1_grt
pin swaps | 2 | 2
buffers inserted | 5 | 2
endpoints found under the setup margin | 8 | 7
resized | 13 | 8
Power is estimated from default activity; no workload was simulated.
